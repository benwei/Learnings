File: flow/design.v
module rom(clk, addr, dout);
input clk;
input [3:0] addr;
output [7:0] dout;
wire [7:0] dout;
reg  [3:0] addri;
reg  [3:0] addri1;
reg  [3:0] addri2;
reg  [7:0] datao;
always @(posedge clk)
begin
    if (clk) begin
        addri1 <= addr;
        addri2 <= addri1;
        addri <= addri2;
    end
end
always @(*)
begin
    case (addri)
    4'b0000: datao[7:0] <= 8'h10;
    4'b0001: datao[7:0] <= 8'h11;
    4'b0010: datao[7:0] <= 8'h12;
    4'b0011: datao[7:0] <= 8'h13;
    4'b0100: datao[7:0] <= 8'h14;
    4'b0101: datao[7:0] <= 8'h15;
    4'b0110: datao[7:0] <= 8'h16;
    4'b1111: datao[7:0] <= 8'h1F;
    default:
       datao[7:0] <= 8'h00;
    endcase
end
assign dout[7:0] = datao[7:0];
endmodule
File: flow/run.sh
#!/bin/bash
# OpenROAD 26Q1-2900-gdf79404cd8, Yosys 0.63+post, stock flow scripts
make -C /OpenROAD-flow-scripts/flow DESIGN_CONFIG=/design/flow/config.mk WORK_HOME=/design/flow/orfs finish
File: flow/config.mk
export PLATFORM = sky130hd
export DESIGN_NAME = rom
export DESIGN_NICKNAME = rom
export VERILOG_FILES = /design/flow/design.v
export SDC_FILE = /design/flow/constraint.sdc
export NUM_CORES = 4
export LEC_CHECK = 1
export CORE_AREA = 10 10 70 70
export DIE_AREA = 0 0 80 80
File: flow/constraint.sdc
current_design rom

set clk_period 1.1
set clk_io_pct 0.2

create_clock -name clk0 -period $clk_period [get_ports {clk}]

set non_clock_inputs [all_inputs -no_clocks]
set_input_delay [expr $clk_period * $clk_io_pct] -clock clk0 $non_clock_inputs
set_output_delay [expr $clk_period * $clk_io_pct] -clock clk0 [all_outputs]
==> results.json <==
{
  "initial_core_util": 0.107,
  "ys_types": 10,
  "startpoint_type": "flop",
  "worst-path-max-fanout": 1,
  "synth.area.top_cells": "dfxtp_1 71%, buf_4 6.2%, o21a_1 6.2%",
  "fin_tns_setup_ns": 0,
  "ir_drop_v": 0.000484,
  "status": "finished clean",
  "grt_pass1_wl_um": 959,
  "gp_congestion": 0.628,
  "grt_overflow": 0,
  "clock-root-buffer": "clkbuf_4",
  "vias_per_cell": 2.41,
  "fill_cells": 389,
  "synth_area_leader_cell": "dfxtp_1",
  "htree_levels": 1,
  "top_cell_area_share": 0.715,
  "holdBufCountCts": 0,
  "power_leakage_nw": 0.223,
  "fmax_mhz": 988,
  "wl_um": 584,
  "ys_warn_count": 1,
  "crit_slowest_cell": "dfxtp_1",
  "rsz0062_at_grt": "false",
  "max_stage_delay_ns": 0.30,
  "mi_logic_area_um2": 85.1,
  "critPathBufInv": 1,
  "placedInstanceArea_um2": 497,
  "hold_viol": 0,
  "endpoint_kind": "output pin",
  "layout_min_cycle_time_ns": 1.01,
  "antenna_found_initial": 0,
  "boundaryPins": 13,
  "path_cells": "dlygate4sd2_1",
  "drv_slew": 0,
  "ys_seq_share": 0.715,
  "fp-row-count": 21,
  "syn2layout_area_growth_pct": 41.9,
  "lay_top_cells": "13 x dfxtp_1, 5 x dlygate4sd2_1, 4 x clkdlybuf4s50_1",
  "synth_flops": 13,
  "seqCellArea_um2": 260,
  "grt_max_degree": 8,
  "synth_cells": 30,
  "via_count": 212,
  "ant_nets": 0,
  "post-dp-hpwl_um": 451,
  "skew_ns": 0.00103,
  "warnings": 25,
  "tritoncts": "done",
  "synth_area_um2": 364,
  "setup-violations-final": 0,
  "diodes": 0,
  "ctsResizeCount": 5,
  "critPathTopFamily": "flip-flops",
  "cts_made_buffers": 3,
  "drive_gt1_frac": 0.0714,
  "cts.sink_count": 13,
  "fp.dieArea_mm2": 0.00640,
  "period_used_share": 0.920,
  "track_usage": 0.0194,
  "mostFrequentLayoutCell": "dfxtp_1",
  "die-width_um": 80,
  "drt-initial-drc-count": 28,
  "fp.dieH_um": 80,
  "wl_per_cell_um": 6.64,
  "max_cap_viol_count": 0,
  "required_ns": 0.88,
  "insertion_delay_ns": 0.26,
  "cts_setup_buffers": 0,
  "critical_path_class": "reg2out",
  "final_area_um2": 517,
  "first_pass_iters": 2,
  "clk_pin_slew_ns": 0.07,
  "hold_path.class": "reg2reg",
  "place_ws_ns": 0.130,
  "route.detailed.drc": 0,
  "fin_ws_ns": 0.0879,
  "syn_avg_cell_area_um2": 12.1,
  "ctsLongestPathBuffers": 2,
  "ys_chip_area_um2": 364,
  "grt_pass1_vias": 214,
  "arrival_ns": 0.79,
  "yosys_cells": 30,
  "coreArea_mm2": 0.00342,
  "powerDensity_mw_per_mm2": 1610,
  "port_buffers": 9
}
## per-layer routing
metal / track usage / part of all wire
met2: 0.0185 / 0.26
met1: 0.0238 / 0.50
met4: 0.00176 / 0.0068
met3: 0.0273 / 0.24
met5: 0 / 0
## worst paths after layout
| path | startpoint | to | slack [ns] | depth (start not counted) |
|---|---|---|---|---|
| worst min register to register | addri1[0] | addri2[0] | 0.33 | 0 |
| worst max-delay path | dout[0] | dout[0] | 0.09 | 1 |
| worst max register to register | addri2[3] | dout[2] | 0.28 | 2 |
| worst min-delay path | addri1[0] | addri2[0] | 0.33 | 0 |
## cell type report
class,instances,area share
Clock buffer,4,0.0508
Inverter,1,0.00726
Multi-Input combinational cell,15,0.165
Sequential cell,13,0.504
Tap cell,46,0.111
Timing Repair Buffer,9,0.162
## stage by stage
step	hold WS (ns)	cells	util	power [mW]
2_1_floorplan	0.248	32	-	0.541
3_3_place_gp	0.316	84	0.145	0.575
3_5_place_dp	0.312	84	0.145	0.577
4_1_cts	0.329	88	0.151	0.843
5_1_grt	0.350	88	0.151	0.876
6_report	0.329	88	0.151	0.833
## Yosys cell counts (all sizes together)
cell and n:
dfxtp 13, xnor2 1, nand3 1, conb 1, inv 1, a21oi 3
o21a 3, nor2 1, buf 3, and3 3
## flip-flops by register name, indices dropped and copies added (netlist names)
name / cells
addri2: 4
dout: 5
addri1: 4
## cell families (layout without fill, tap and decap cells)
family | count (synthesis) | in the layout | share of synthesized area
simple gates | 5 | 5 | 0.0756
other cells | 1 | 3 | 0.0103
buf+inv | 4 | 14 | 0.0722
xor+xnor | 1 | 1 | 0.0241
flops | 13 | 13 | 0.715
compound gates | 6 | 6 | 0.103
## worst register-to-register path: cells and delay by family, from the launching register on
family / cells / cell delay [ns]
simple gates: 1 / 0.19
flops: 1 / 0.36
compound gates: 1 / 0.17
## report_power, final
group	total, mW	switching (mW)	internal [mW]
Clock	0.276	0.136	0.140
Sequential	0.512	0.0143	0.498
Combinational	0.0452	0.0113	0.0339
No activity file was given, so power comes from the tool's default toggle rates.
