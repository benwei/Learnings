<file path="./design.v">
module adder(A, B, sum);
input [3:0] A, B;
output [4:0] sum;
wire [4:0] sum;
assign sum = A + B;
endmodule
</file>
<file path="./run.sh">
#!/bin/bash
# OpenROAD 26Q1-2900-gdf79404cd8, Yosys 0.63+post, stock flow scripts
make -C /OpenROAD-flow-scripts/flow DESIGN_CONFIG=/design/flow/config.mk WORK_HOME=/design/flow/orfs finish
</file>
<file path="./config.mk">
export PLATFORM = sky130hd
export DESIGN_NAME = adder
export DESIGN_NICKNAME = adder
export VERILOG_FILES = /design/flow/design.v
export SDC_FILE = /design/flow/constraint.sdc
export NUM_CORES = 4
export LEC_CHECK = 1
export CORE_AREA = 10 10 70 70
export DIE_AREA = 0 0 80 80
</file>
<file path="./constraint.sdc">
current_design adder

set clk_period 3.2
set clk_io_pct 0.2

create_clock -name clk0 -period $clk_period

set non_clock_inputs [all_inputs -no_clocks]
set_input_delay [expr $clk_period * $clk_io_pct] -clock clk0 $non_clock_inputs
set_output_delay [expr $clk_period * $clk_io_pct] -clock clk0 [all_outputs]
</file>
==> results_dict.tcl <==
# metrics dict for downstream scripts
set metrics [dict create \
    yosys-stat-cells 16 \
    min_period_ps 3067 \
    period_used_pct 95.84 \
    worst_ep_required_time_ps 2560 \
    io_pins 13 \
    syn_area_per_cell_um2 8.524 \
    initial_core_util_pct 3.993 \
    drive_gt1_share_pct 13.33 \
    n_clock_buffer 0 \
    rsz0062_at_grt "false" \
    lay_top_count "clkdlybuf4s50_1" \
    grt_use_total_pct 1.734 \
    yosysChipArea_um2 136.4 \
    dp_cells 75 \
    fin_hold_ws_ps 2357 \
    finalWirelength_um 555 \
    p_per_area_mw_per_mm2 146.3 \
    pwr-share-clk_pct 0 \
    port_buffers 13 \
    power_frac_comb_pct 100.0 \
    syn-cell-area_um2 136.4 \
    synthCells 16 \
    cpPeakStageDelay_ps 490 \
    min-delay-start "A[0]" \
    timing.fmax_ghz 0.3261 \
    mux_area_share_pct 0 \
    grt_pass1_vias 174 \
    yosysWarnings 0 \
    ys_seq_share_pct 0 \
    fp-row-count 21 \
    dr_total_vias 159 \
    design_area_um2 336.6 \
    finalHoldViolations 0 \
    cp-end-kind "output port" \
    top_logic_kind "adder cells" \
    use_met3_pct 1.136 \
    drt-pass1-iter-count 2 \
    critical_path_arrival_ps 2430 \
    antenna_found_initial 0 \
    p_switching_w 0.00001429 \
    lay_top_cells "clkdlybuf4s50_1, inv_1, ha_1, xnor2_1" \
    die_w_um 80 \
    dpl_worst_slack_ps 61.37 \
    grt_pass1_wl_um 910 \
    flop-count 0 \
    use_met2_pct 2.167 \
    aoi_share_pct 15.60 \
    ys_sh_simple_pct 9.174 \
    xor_share_pct 12.84 \
    tns_ps 0 \
    critPathLaunchType "primary input" \
    dr.first_iter.drc_count 1 \
    worstPathMaxFanout 2 \
    dpl_cell_area_um2 324.1 \
    met1_usage_pct 2.515 \
    drv_slew 0 \
    die.size.y_um 80 \
    worstMarginPinSlew_ps 137.5 \
    path_class "primary input to output port" \
    regArea_um2 0 \
    p_leak_nw 0.1318 \
    finalSetupViolations 0 \
    die-area_mm2 0.006400 \
    wl_per_cell_um 7.303 \
    swShare_pct 29.02 \
    vias_per_cell 2.092 \
    p_seq_share_pct 0 \
    core_mm2 0.003416 \
    relSlewSlack_pct 90.77 \
    hp-class "primary input to output port" \
    grt_max_degree 4 \
    ant_nets 0 \
    drv_cap 0 \
    ir_drop_mv 0.01812 \
    status "finished, final reports clean" \
    setup_slack_ps 133.1 \
    cp_top_family "buffers and inverters" \
    antennaDiodeCount 0 \
    grt_overflow 0 \
    openroad.warnings 32 \
    drc 0 \
    setup.worst_path.start "B[0]" \
    ctsHoldBuffers 0 \
    gp_congestion 0.7512 \
    ys_types 9 \
    fa_ha_area_share_pct 51.38 \
    post_layout_nonfiller_instances 76 \
    area_delta_synth_final_pct 146.8 \
    cp_common_cell "clkdlybuf4s50_1" \
    gr-max-usage-layer "met1" \
    slowest_stage "clkdlybuf4s50_1" \
    critPathBufInv 3 \
    p_int_w 0.00003495 \
    crit_chain "clkdlybuf4s50_1 > ha_2 > inv_1 > fa_2 > nor2b_1 > o21ai_1 > nand2b_1 > clkdlybuf4s50_1" \
]
## layout make-up
type / count / area (µm²)
fill: 408 / 3079
timing repair buffer: 14 / 137.6
multi-input combinational: 12 / 126.4
tap: 46 / 57.56
inverter: 4 / 15.01
## synth_stat cells, drive strengths merged
cell type	n	area, µm²
a21o	1	7.510
a21oi	1	8.760
fa	1	20.02
ha	4	50.05
inv	4	15.01
nand2b	1	6.260
nor2b	1	6.260
o21ai	1	5.000
xnor2	2	17.52
## what timing repair did
action,CTS,global route
buffers inserted,0,1
resized,0,3
endpoints found under the setup margin,0,1
## power by group through the flow
| stage | clock network, W | logic (W) | registers (W) |
|---|---|---|---|
| 4_1_cts | 0 | 0.0000489 | 0 |
| 5_1_grt | 0 | 0.0000561 | 0 |
| 6_report | 0 | 0.0000492 | 0 |
## kinds of logic after synthesis
kind of cell             after synthesis
XOR/XNOR                               2
AND-OR/OR-AND                          3
adder cells (fa/ha/maj)                5
buffers and inverters                  4
AND/OR/NAND/NOR                        2
## worst paths after layout
kind              endpoint  slack (ps)  depth (start not counted)
setup / recovery    sum[4]         130                          8
hold / removal      sum[0]        2360                          3
## routing by layer
layer	share of wire, %	wire length (µm)
met4	0	0
met3	18	98
met1	49	271
met2	34	186
met5	0	0
## per-stage QoR
step	power [W]	utilization (%)
4_1_cts	0.00004890	9.487
3_3_place_gp	0.00004829	9.487
2_1_floorplan	0.00001508	-
5_1_grt	0.00005608	9.853
6_report	0.00004924	9.853
3_5_place_dp	0.00004854	9.487
Power figures rest on the tool's default switching activity, not on a simulated workload.
