===== flow/run.sh =====
#!/bin/bash
# OpenROAD 26Q1-2900-gdf79404cd8, Yosys 0.63+post, stock flow scripts
make -C /OpenROAD-flow-scripts/flow DESIGN_CONFIG=/design/flow/config.mk WORK_HOME=/design/flow/orfs finish

===== flow/config.mk =====
export PLATFORM = sky130hd
export DESIGN_NAME = cmpbyte
export DESIGN_NICKNAME = cmpbyte
export VERILOG_FILES = /design/flow/design.v
export SDC_FILE = /design/flow/constraint.sdc
export NUM_CORES = 4
export LEC_CHECK = 1
export CORE_AREA = 10 10 70 70
export DIE_AREA = 0 0 80 80

===== flow/constraint.sdc =====
current_design cmpbyte

set clk_period 2.6
set clk_io_pct 0.2

create_clock -name clk0 -period $clk_period

set non_clock_inputs [all_inputs -no_clocks]
set_input_delay [expr $clk_period * $clk_io_pct] -clock clk0 $non_clock_inputs
set_output_delay [expr $clk_period * $clk_io_pct] -clock clk0 [all_outputs]

===== flow/design.v =====
module cmpbyte(dina, dinb, gt, eq, le);
input [7:0] dina,dinb;
output le, eq, gt;
function [2:0] compare(input [7:0] dina, input [7:0] dinb);
    if (dina > dinb)
        compare = 3'b100; 
    else if (dina < dinb)
        compare = 3'b001;
    else if (dina == dinb)
        compare = 3'b010;
    else
        compare = 3'bzzz;
endfunction
wire le, eq, gt;
assign {gt, eq, le} = compare(dina, dinb);
endmodule

==> deck_impl_summary.md <==
Synthesis and Place & Route Summary

Outcome
  • Status: completed

Detailed routing
  • Vias: 287
  • Residual DRC: 0
  • DR WL/cell: 8.65 um
  • Via/cell ratio: 2.87
  • Routed WL: 865 um
  • Final antenna-violating net count: 0
  • Number of antenna diodes: 0
  • Detailed Routing Iterations Pass 1: 1
  • Initial drt markers: 0

Pwr
  • Design Power: 83.0 uW
  • P_leak: 0.000303 uW
  • P per Cell Area: around 140 nW/um^2
  • Max VDD drop: 19.3 uV

GRT
  • Tot GR Track Use: ~2.5%
  • Largest net degree at the start of global routing: 4
  • First-pass GRT wire length: about 1.4 mm
  • Initial antenna violation count: 0
  • Remaining global-route overflow: 0
  • Number of global-route vias before repair: 309

Yosys
  • Syn avg cell area: roughly 6.6 um^2
  • Top area cell types: ha_1 (46%), inv_1 (17%), a21oi_1 (11%)
  • Distinct lib cells: 11
  • Yosys warning count: 2
  • Top cells by count: inv_1 (10), ha_1 (8), a21oi_1 (5)
  • Mapped Area: between 200 and 250 um^2
  • Max-area cell share: 45.7%
  • Yosys stat chip area: 219 um^2
  • Register area share after synthesis: 0%
  • # Cells Yosys: 33
  • Most numerous cell in the Yosys netlist: inv_1
  • Post-synth top area cell: ha_1
  • Cells after Synth: 33

Placement
  • Post-detail-place hpwl: approximately 700 um
  • I/O Buffers: 19
  • Placed cells: 98
  • GP Congestion: 0.714
  • Worst slack at placement: -261 ps

Die
  • Die area: between 6000 and 7000 um^2
  • Core Density at Floorplan: 6.41%
  • Io pins: 19
  • Chip width: approximately 80 um
  • Die height: around 80 um
  • Row cnt: 21
  • Core Area: around 3400 um^2

Timing
  • Setup slack after layout: 70.5 ps
  • Final setup fails: 0
  • Tmin final: 2530 ps
  • Tcrit/Tclk final: around 97%
  • Setup TNS: 0 ps
  • Pins Over Slew Limit: 0
  • Max Freq: 0.395 GHz
  • Final hold vios: 0
  • Max_slew headroom: 89.0%
  • Worst slew pin tran: 165 ps

Cells and area
  • Area Overhead vs Synth: 171%
  • Tally of non-filler cells in the final layout: approximately 100
  • Register area: 0 um^2
  • # clk buffers: 0
  • Share of layout cells above drive strength 1: 37.0%
  • Util after Layout: 17.4%
  • Flops: 0

Critical path
  • Crit path capture type: output pin
  • Worst-path fanout max: 2
  • Crit path DRT: between 2000 and 2500 ps
  • Arrival @ worst endpoint: 2010 ps
  • Critical Path Start Type: input port
  • Critical path class: in2out

Worst hold path
  • Worst hold path type: in2out
  • Worst Hold Path Cells: 6

Job
  • Max Cap Violations: 0
  • Count of tool warnings: 32
==> layer usage <==
metal  routed length, um  GRT usage, %
met1                 353          2.77
met3                  95         0.909
met4                   0             0
met5                   0             0
met2                 416          4.65
==> through the flow <==
| step | hold WS, ps | area (um^2) |
|---|---|---|
| floorplan | 1320 | 219 |
| global placement | 2240 | 467 |
| detailed placement | 2250 | 467 |
| CTS | 1940 | 558 |
| global route | 1810 | 593 |
| finish | 1730 | 593 |
==> kinds of logic (layout without fill, tap and decap cells) <==
family	after synthesis	count (layout)	share of synthesized area (%)
buffers and inverters	10	31	17.1
AND/OR/NAND/NOR	6	6	13.7
AND-OR/OR-AND	9	9	23.4
adder cells (fa/ha/maj)	8	8	45.7
==> worst paths after layout <==
check  startpoint  to  slack [ps]
max       dinb[1]  gt          70
min       dina[7]  eq        1730
==> cell usage in the layout (no fill, tap or decap), types with 2 or more instances in the layout <==
master           netlist  final
a21oi_1                5      2
a21oi_2                0      3
buf_4                  0      2
clkdlybuf4s50_1        0      7
dlygate4sd2_1          0      4
dlymetal6s2s_1         0      8
ha_1                   8      2
ha_4                   0      6
inv_1                 10      4
inv_2                  0      6
nand2_1                2      2
nand4_1                2      2
o21ai_2                0      2
==> repair_timing <==
action	CTS	global route
endpoints found under the hold margin	0	0
hold buffers	0	0
setup buffers	2	0
resized	18	13
pin swaps	6	5
setup endpoints to repair	3	1
==> area by class of cell <==
type               count  area, um^2
fillers              385        2820
multi-input cells     23         278
well taps             46        57.6
inverters             10        37.5
repair buffers        21         220
==> power by group <==
group          switching, uW  total, uW  internal [uW]
clock                      0          0              0
combinational           32.3       83.0           50.7
sequential                 0          0              0
==> critical path, cell delays in order <==
cell and delay, ps:
clkdlybuf4s50_1 470, inv_2 40, ha_4 260, nand4_1 120
nor2_2 130, nor2b_1 50, a31o_1 180, dlygate4sd2_1 240
Power figures rest on the tool's default switching activity, not on a simulated workload.
